`/design/flow/run.sh`:
```
#!/bin/bash
# OpenROAD 26Q1-2900-gdf79404cd8, Yosys 0.63+post, stock flow scripts
make -C /OpenROAD-flow-scripts/flow DESIGN_CONFIG=/design/flow/config.mk WORK_HOME=/design/flow/orfs finish
```
`/design/flow/config.mk`:
```
export PLATFORM = sky130hd
export DESIGN_NAME = HierarchicalCLA
export DESIGN_NICKNAME = HierarchicalCLA
export VERILOG_FILES = /design/flow/design.v
export SDC_FILE = /design/flow/constraint.sdc
export NUM_CORES = 4
export LEC_CHECK = 1
export CORE_AREA = 10 10 80 80
export DIE_AREA = 0 0 90 90
```
`/design/flow/design.v`:
```
module clc(a, b, cin, sum, g, p);
   input a, b, cin;
   output sum, g, p;
   wire a, b, cin, sum, g, p;
   assign g = a & b;
   assign p = a ^ b;
   assign sum = p ^ cin;
endmodule
module cgl4b(cin, g, p, carry, G, P);
   input[3:0] g, p;
   input cin;
   output[3:1] carry;
   output G, P;
   wire[3:0] g, p;
   wire[3:1] carry;
   wire cin, G, P;
   assign carry[1] = g[0] | (p[0] & cin);
   assign carry[2] = g[1] | (p[1]&g[0]) | (p[1]&p[0]&cin);
   assign carry[3] = g[2] | (p[2]&g[1]) | (p[2]&p[1]&g[0]) | (p[2]&p[1]&p[0] & cin);
   assign G = g[3] | (p[3]&g[2]) | (p[3]&p[2]&g[1]) | 
              (p[3]&p[2]&p[1]&g[0]);
   assign P = p[3] & p[2] & p[1] & p[0];
endmodule
module cla4b(a, b, cin, sum, G, P);
  localparam w = 4;  
  input[w-1:0] a, b;
  input cin;
  output[w-1:0] sum;
  output G, P;
  wire[w-1:0] a, b, sum, g, p;
  wire[w-1:1] carry;
  wire cin, cout, G, P;
  cgl4b cgl_u(cin, g, p, carry, G, P);
  genvar i;
  generate
    for (i = 0; i < w; i=i+1)
    begin
      if (i == 0)
        clc adder_u(a[i], b[i], cin, sum[i], g[i], p[i]);
      else
        clc adder_u(a[i], b[i], carry[i], sum[i], g[i], p[i]);
    end
  endgenerate
endmodule
module HierarchicalCLA(a, b, cin, sum, c15, G, P);
  localparam w = 16; 
  localparam leaf = $clog2(w); 
  input[w-1:0] a, b;
  input cin;
  output[w-1:0] sum;
  output c15, G, P;
  wire[w-1:0] a, b, sum;
  wire[leaf-1:0] g, p;
  wire[leaf-1:0] cgl_g, cgl_p;
  wire[leaf-1:1] carry;
  wire[leaf-2:1] cgl_carry;
  wire cin, c15, G, P;
  genvar i, j;
  generate
    for (i = 0; i < leaf; i = i+1)
    begin
      if(i == 0)
        cla4b adder_u(a[leaf*(i+1)-1:leaf*i],
                      b[leaf*(i+1)-1:leaf*i],
                      cin, 
                      sum[leaf*(i+1)-1:leaf*i],
                      g[i],
                      p[i]);
      else if (i == leaf-1)
      begin
         for (j=0; j < leaf; j = j+1)
         begin
            if (j == 0)
               clc clc_u(a[j+12],
                         b[j+12],
                         carry[i],
                         sum[j+12],
                         cgl_g[j],
                         cgl_p[j]);
            else if (j == leaf-1)
               clc clc_u(a[j+12],
                         b[j+12],
                         c15,
                         sum[j+12],
                         cgl_g[j],
                         cgl_p[j]);
            else
               clc clc_u(a[j+12],
                         b[j+12],
                         cgl_carry[j],
                         sum[j+12],
                         cgl_g[j],
                         cgl_p[j]);               
         end
         cgl4b cgl_u(carry[i], 
                     cgl_g,
                     cgl_p,
                     {c15,cgl_carry},
                     g[i],
                     p[i]);
      end
      else
        cla4b adder_u(a[leaf*(i+1)-1:leaf*i],
                      b[leaf*(i+1)-1:leaf*i],
                      carry[i], 
                      sum[leaf*(i+1)-1:leaf*i],
                      g[i],
                      p[i]);
    end
  endgenerate
  cgl4b carry_logic_u(cin, g, p, carry, G, P);
endmodule
```
`/design/flow/constraint.sdc`:
```
current_design HierarchicalCLA

set clk_period 6.1
set clk_io_pct 0.2

create_clock -name clk0 -period $clk_period

set non_clock_inputs [all_inputs -no_clocks]
set_input_delay [expr $clk_period * $clk_io_pct] -clock clk0 $non_clock_inputs
set_output_delay [expr $clk_period * $clk_io_pct] -clock clk0 [all_outputs]
```
==> results_slide.txt <==
Implementation Results

Floorplanning
  – Area of the core: about 4700 um2
  – Horizontal extent of the die: 90 um
  – Chip footprint: 8100 um2
  – Starting density of the core: 0.178
  – Row cnt: 25
  – Die span in y: about 90 um
  – Number of primary I/O pins: ~52

Route
  – Wire length per cell: 11.2 um
  – Per-cell via count in the routed design: just under 4
  – Number of iterations in the first detailed-routing pass: 4
  – Number of inserted diodes: 0
  – ANT nets after route: 0
  – Number of remaining DRC errors: 0
  – Vias post-DR: slightly above 800
  – DRC violation total after the first TritonRoute iteration: between 40 and 50
  – Routed wire length: 2370 um

Final timing
  – Least setup slack across all paths after layout: approximately 0.76 ns
  – Final-report hold violation count: 0
  – Worst slew margin: 0.557
  – Slew at the pin closest to its max-slew limit: about 0.66 ns
  – Fin crit period: about 5.3 ns
  – Final hold slack: approximately 3.5 ns
  – Setup repair after global routing missed its margin: no
  – Final Cycle Share: 0.875
  – Max Freq: between 0.15 and 0.2 GHz
  – Count of final max-slew check failures: 0
  – Final setup TNS: 0 ns
  – Number of setup violations in the final report: 0

Yosys
  – Synth area leaders: ha_1 24%, buf_4 14%, fa_1 9.5%
  – Largest family of logic cells by area: adder cells
  – Netlist Area Pre-Place: around 840 um2
  – Post-synth area from yosys stat: 841 um2
  – Warnings, synthesis: 0
  – Post-synthesis mux area share: 0
  – Gate count after technology mapping: ~110
  – Xor and xnor area share after synthesis: 0.115
  – Biggest area consumer among synthesized cells: ha_1
  – Share of the synthesized area in the top cell type: 0.238
  – Synthesized-area fraction occupied by adder cells: 0.333
  – Number of cell instances after yosys synthesis: 108
  – Avg Cell Area, Syn: 7.79 um2
  – Count of unique library cells instantiated by Yosys: 26
  – Simple logic cell fraction of the synthesized area: 0.158
  – Share of synthesized area occupied by flip-flops and latches: 0
  – Share of synthesized cell area in and-or and or-and compound cells: 0.216

Power and ir drop
  – Switching share of power: 0.341
  – Worst IR drop on VDD: 0.0373 mV
  – Switching power of the nets: between 0.04 and 0.05 mW
  – Internal power: roughly 0.090 mW
  – Total Power Consumption: between 0.1 and 0.15 mW
  – Power per unit of standard cell area: 103 nW/um2
  – Leakage power of the design: between 0.5 and 0.6 nW
  – Clk network pwr share: 0
  – Logic pwr share: 1.000
  – Sequential share of power: 0

Worst setup path
  – Worst-path maximum fanout: 5
  – Start-to-end type of the worst setup path: in -> out
  – Critical Path Start Type: input pin
  – Critical Path AT: 4.12 ns
  – Kind of capture point of the worst setup path: output pin
  – Critical path data required time: 4.88 ns

Placed design
  – Worst setup slack before clock tree synthesis: between 0.7 and 0.8 ns
  – Count of buffers inserted at the top-level ports: between 50 and 60
  – Placed wire-length estimate: 2230 um
  – Final Wtd Congestion: between 0.7 and 0.8

Global routing
  – First-pass GRT wire length: ~4000 um
  – Met1 usage in global routing: 0.0743
  – Met2 layer usage reported by global route: 0.0999
  – Grt ovf: 0
  – Vias in the first global route: roughly 860
  – M3 GR Usage: 0.0126
  – Busiest layer in global routing: met2
  – Antenna violations before repair: 0
  – Pin count of the biggest net entering global routing: 7
  – Overall Global Routing Usage: 0.0571

Cells and area
  – Fill cell count: a little over 500
  – Count of flip-flops and latches: 0
  – Share of post-route cells with drive strength above 1: 0.0139
  – Number of clock buffers in the layout: 0
  – Flip-flop and latch area: 0 um2
  – Final core utilization: 0.281
  – Synthesis-to-layout area growth: 57.6%
  – Comb. cell area: about 690 um2

Clocking
  – Setup Fix Bufs, Post-CTS: 0
  – Resized cells post-CTS: 0
  – Post-cts hold-fix buffer tally: 0

Run status
  – Run status: complete, no violations

Flow run
  – Number of max-cap violations: 0
  – Tool warnings: 32

Hold path
  – Path category of the worst min-delay check: in -> out
## final cells by class
| class | count | area share |
|---|---|---|
| inverter | 8 | 0.0227 |
| tap | 67 | 0.0633 |
| multi-input combinational | 84 | 0.521 |
| timing repair buffer | 52 | 0.393 |
## cells by family (layout without fill, tap and decap cells)
group / after synthesis / after routing
fa+ha+maj: 20 / 20
simple gates: 27 / 27
buf+inv: 24 / 60
xor+xnor: 11 / 11
compound gates: 26 / 26
## layout by cell type (no fill, tap or decap)
cell type	synthesis	layout
clkdlybuf4s50_1	0	52
ha_1	16	16
nand2_1	10	10
a21oi_1	10	10
inv_1	8	8
xnor2_1	6	6
xor2_1	5	5
a21o_1	4	4
nor2_1	4	4
fa_1	4	4
nor3_1	3	3
and4_1	2	2
o21ai_0	2	2
nand3_1	2	2
a221oi_1	2	2
nor2b_1	2	2
and2_1	2	2
a22oi_1	2	2
and3_1	1	1
a221o_1	1	1
nand4_1	1	1
a211oi_1	1	1
a311oi_2	1	1
a311oi_1	1	1
a31o_2	1	1
o31a_1	1	1
## cells in the mapped netlist
library cell,number
and3_1,1
a31o_2,1
a221oi_1,2
and2_1,2
o31a_1,1
nor2b_1,2
nand2_1,10
nor2_1,4
buf_4,16
nor3_1,3
a221o_1,1
a311oi_1,1
inv_1,8
a21oi_1,10
xnor2_1,6
ha_1,16
nand4_1,1
a22oi_1,2
xor2_1,5
and4_1,2
a211oi_1,1
o21ai_0,2
nand3_1,2
fa_1,4
a21o_1,4
a311oi_2,1
## power by group through the flow
stage	registers, mW	logic, mW	clock network (mW)
4_1_cts	0	0.140	0
5_1_grt	0	0.154	0
6_report	0	0.136	0
## layer usage
| metal | share of wire | vias to the layer above |
|---|---|---|
| met2 | 0.49 | 22 |
| met4 | 0 | 0 |
| met1 | 0.44 | 353 |
| met5 | 0 | - |
| li1 | - | 447 |
| met3 | 0.063 | 0 |
## stage by stage
step           area (um2)  cells
2_1_floorplan         841    108
3_3_place_gp         1330    211
3_5_place_dp         1330    211
4_1_cts              1330    211
5_1_grt              1330    211
6_report             1330    211
## worst max-delay path, cell delays in order
cell             delay [ns]
clkdlybuf4s50_1        0.41
ha_1                   0.35
a21oi_1                0.14
o21ai_0                0.18
a221oi_1               0.64
nand2_1                0.16
fa_1                   0.41
xor2_1                 0.14
clkdlybuf4s50_1        0.48
## path summary, 6_finish.rpt
check,from,end,cells after the start
max,a[7],sum[13],9
min,cin,sum[0],5
Power is estimated from default activity; no workload was simulated.
