### flow/design.v
module PartialProduct(a, b, m, q, cout, sum);
  input a, b, m, q;
  output cout, sum;
  assign sum = a ^ b ^ (m & q);
  assign cout = (a & b) | (a & m & q) | (b & m & q);
endmodule
module Multiplier(
  m, q, product
);
  parameter width = 8;
  input wire[width-1:0] m, q;
  output wire[2*width-1:0] product;
  wire[width-1:0] ppcout[width-1:0];  
  wire[width-1:1] ppsum[width-1:0];   
  wire[width-1:0] facout;             
  genvar i, j;
  generate
    for (i = 0; i <= width; i = i + 1)
      for (j = 0; j < width; j = j + 1) begin
        if (i == 0) begin  
          if (j == 0)
            PartialProduct pp_u(
              1'b0,
              1'b0,
              m[j],
              q[i],
              ppcout[i][j],
              product[i]
            );
          else
            PartialProduct pp_u(
              1'b0,
              1'b0,
              m[j],
              q[i],
              ppcout[i][j],
              ppsum[i][j]
            );
        end
        else if (i == width) begin  
          if (j == 0)
            PartialProduct pp_u(
              ppcout[i-1][j],
              ppsum[i-1][j+1],
              1'b0,  
              1'b0,
              facout[j],
              product[i+j]
            );
          else if (j == width-1)
            PartialProduct pp_u(
              ppcout[i-1][j],
              1'b0,
              facout[j-1],
              facout[j-1],
              facout[j],
              product[i+j]
            );
          else
            PartialProduct pp_u(
              ppcout[i-1][j],
              ppsum[i-1][j+1],
              facout[j-1],
              facout[j-1],
              facout[j],
              product[i+j]
            );
        end
        else begin  
          if (j == 0)
            PartialProduct pp_u(
              ppcout[i-1][j],
              ppsum[i-1][j+1],
              m[j],
              q[i],
              ppcout[i][j],
              product[i]
            );
          else if (j == width-1)
            PartialProduct pp_u(
              ppcout[i-1][j],
              1'b0,
              m[j],
              q[i],
              ppcout[i][j],
              ppsum[i][j]
            );
          else
            PartialProduct pp_u(
              ppcout[i-1][j],
              ppsum[i-1][j+1],
              m[j],
              q[i],
              ppcout[i][j],
              ppsum[i][j]
            );
        end
      end
  endgenerate
endmodule  
### flow/run.sh
#!/bin/bash
# OpenROAD 26Q1-2900-gdf79404cd8, Yosys 0.63+post, stock flow scripts
make -C /OpenROAD-flow-scripts/flow DESIGN_CONFIG=/design/flow/config.mk WORK_HOME=/design/flow/orfs finish
### flow/config.mk
export PLATFORM = sky130hd
export DESIGN_NAME = Multiplier
export DESIGN_NICKNAME = Multiplier
export VERILOG_FILES = /design/flow/design.v
export SDC_FILE = /design/flow/constraint.sdc
export NUM_CORES = 4
export LEC_CHECK = 1
export CORE_UTILIZATION = 50
### flow/constraint.sdc
current_design Multiplier

set clk_period 9.6
set clk_io_pct 0.2

create_clock -name clk0 -period $clk_period

set non_clock_inputs [all_inputs -no_clocks]
set_input_delay [expr $clk_period * $clk_io_pct] -clock clk0 $non_clock_inputs
set_output_delay [expr $clk_period * $clk_io_pct] -clock clk0 [all_outputs]
==> flow_metrics.env <==
# yosys + openroad results
export IMPL_max_stage_delay_ns=0.54
export IMPL_die_area_um2=5598
export IMPL_drv_slew=0
export IMPL_stdcell_count=558
export IMPL_flop_area_um2=0
export IMPL_hp_class="input port to primary output"
export IMPL_wl_per_cell_um=11.36
export IMPL_rows=26
export IMPL_final_core_util=0.8099
export IMPL_gp_congestion=0.9062
export IMPL_path_class="input port to primary output"
export IMPL_hold_viol_final=0
export IMPL_grt_pass1_vias=2622
export IMPL_cts_hold_buffers=0
export IMPL_antenna_found_initial=0
export IMPL_seq_cells=0
export IMPL_grt_util_all_layers=0.2329
export IMPL_ys_warn_count=1
export IMPL_power_mw=0.6688
export IMPL_power_density_nw_per_um2=161.7
export IMPL_synth_distinct_cells=49
export IMPL_fillers=330
export IMPL_cp_max_fo=4
export IMPL_grt_max_degree=18
export IMPL_status="finished with violations"
export IMPL_n_clock_buffer=0
export IMPL_dp_hpwl_um=5064
export IMPL_syn_cell_area_um2=2651
export IMPL_die_h_um=74.82
export IMPL_dpl_cell_count=543
export IMPL_first_pass_iters=4
export IMPL_coreArea_um2=5107
export IMPL_drcViolationCount=0
export IMPL_drive_gt1_frac=0.4057
export IMPL_die_w_um=74.82
export IMPL_fp_utilization=0.5191
export IMPL_required_ns=7.68
export IMPL_io_pins=32
export IMPL_cp_common_cell="fa_2"
export IMPL_yosys_area_um2=2651
export IMPL_cp_start_kind="input port"
export IMPL_tightest_slew_ns=0.5529
export IMPL_wl_um=6337
export IMPL_syn_inst=378
export IMPL_whs_ns=4.485
export IMPL_syn_to_final_growth_pct=56.02
export IMPL_rsz0062_at_grt="true"
export IMPL_drt_antenna_violating_nets=0
export IMPL_yosys_cells=378
export IMPL_finalCritPeriodShare=1.019
export IMPL_grt_overflow=0
export IMPL_synth_seq_share=0
export IMPL_comb_area_um2=2799
export IMPL_p_leak_nw=1.982
export IMPL_num_antenna_cells=0
export IMPL_vias=2937
export IMPL_setup_tns_ns=-0.1807
export IMPL_end_kind="primary output"
export IMPL_first_iter_violations=69
export IMPL_warning_count=37
export IMPL_viasPerCell=5.263
export IMPL_fin_crit_ns=9.781
export IMPL_cp_slowest_cell="or4_4"
export IMPL_timing_slew_headroom=0.6302
export IMPL_grt_pass1_wl_um=10510
export IMPL_fin_ws_ns=-0.1807
export IMPL_fmax_mhz=102.2
export IMPL_avgSynthCellArea_um2=7.014
export IMPL_hold_path_endpoint="product[15]"
export IMPL_whs_path_depth=6
export IMPL_peakVddDrop_uv=149.3
export IMPL_violations="negative setup slack"
export IMPL_port_buffers=32
export IMPL_max_cap_violations=0
export IMPL_min_from="m[7]"
export IMPL_arrival_ns=7.86
export IMPL_setup_violations=1
==> cells in the final DEF (no fill, tap or decap), drive strengths merged, types with 5 or more instances in the layout <==
master         synthesis  layout
a22oi                  5       5
o21ai                 10      10
nor2                  27      27
a21o                   5       5
or2                    6       6
xnor2                 37      37
nand2                 60      60
clkdlybuf4s50          0      18
o21bai                18      18
and2                  10      10
xor2                  10      10
a31oi                  8       8
nor3                  11      11
or4                    6       6
or3                    5       5
nand2b                 5       5
a21oi                 11      11
buf                   27     122
inv                   17      17
ha                    43      43
fa                     6       6
==> routing by layer <==
metal | GRT usage | wire length [um]
met5 | 0 | 0
met1 | 0.3012 | 3058
met2 | 0.4494 | 3167
met3 | 0.002714 | 79
met4 | 0.02306 | 31
==> what timing repair did <==
| item | 4_1_cts | 5_1_grt |
|---|---|---|
| gates cloned | 0 | 0 |
| hold endpoints to repair | 0 | 0 |
| pin swaps | 45 | 23 |
| setup endpoints to repair | 6 | 5 |
| buffers inserted | 12 | 3 |
| gates resized | 100 | 20 |
==> Yosys cell counts (9+ instances only) <==
library cell | number | share of area
xnor2_1 | 37 | 0.12
ha_1 | 43 | 0.20
and2_1 | 10 | 0.024
nor3_1 | 11 | 0.021
inv_1 | 17 | 0.024
buf_2 | 10 | 0.019
a21oi_1 | 11 | 0.021
o21ai_0 | 9 | 0.017
o21bai_1 | 18 | 0.051
nor2_1 | 27 | 0.038
nand2_1 | 60 | 0.085
xor2_1 | 10 | 0.033
buf_4 | 16 | 0.045
==> critical path: cells and delay by family <==
family,cells,cell delay (ns)
compound gates,4,1.07
xor+xnor,3,0.47
simple gates,4,0.83
fa+ha+maj,11,3.04
buf+inv,7,0.53
==> worst max-delay path by stage <==
stage	cells after the start	startpoint	slack, ns	to
4_1_cts	29	m[5]	-0.31	product[14]
5_1_grt	31	q[0]	-0.46	product[14]
6_report	29	m[5]	-0.18	product[14]
==> power by group <==
part	leakage, nW	switching, mW	internal [mW]
clock	0	0	0
combinational	1.98	0.258	0.411
sequential	0	0	0
==> cells by family after synthesis <==
kind of cell,Yosys count,synth area share
simple gates,142,0.2586
xor+xnor,47,0.1553
buf+inv,52,0.1043
fa+ha+maj,49,0.2482
compound gates,88,0.2336
==> area by class of cell <==
type / count / share of cell area
Timing Repair Buffer: 145 / 0.2868
Inverter: 17 / 0.01543
Multi-Input combinational cell: 326 / 0.6766
Tap cell: 70 / 0.02117
==> metrics by stage <==
| step | cell area (um^2) | worst slack, ns |
|---|---|---|
| 2_1_floorplan | 2791 | -0.2324 |
| 3_3_place_gp | 3697 | -1.210 |
| 3_5_place_dp | 3697 | -1.227 |
| 4_1_cts | 4034 | -0.3119 |
| 5_1_grt | 4136 | -0.4637 |
| 6_report | 4136 | -0.1807 |
No activity file was given, so power comes from the tool's default toggle rates.
