File: ./constraint.sdc
current_design right_shifter

set clk_period 1.2
set clk_io_pct 0.2

create_clock -name clk0 -period $clk_period

set non_clock_inputs [all_inputs -no_clocks]
set_input_delay [expr $clk_period * $clk_io_pct] -clock clk0 $non_clock_inputs
set_output_delay [expr $clk_period * $clk_io_pct] -clock clk0 [all_outputs]
File: ./run.sh
#!/bin/bash
# OpenROAD 26Q1-2900-gdf79404cd8, Yosys 0.63+post, stock flow scripts
make -C /OpenROAD-flow-scripts/flow DESIGN_CONFIG=/design/flow/config.mk WORK_HOME=/design/flow/orfs finish
File: ./config.mk
export PLATFORM = sky130hd
export DESIGN_NAME = right_shifter
export DESIGN_NICKNAME = right_shifter
export VERILOG_FILES = /design/flow/design.v
export SDC_FILE = /design/flow/constraint.sdc
export NUM_CORES = 4
export LEC_CHECK = 1
export CORE_AREA = 10 10 70 70
export DIE_AREA = 0 0 80 80
File: ./design.v
module mux2x1(a, b, sel, y);
   parameter width = 1;
   input[width-1:0] a, b;
   input sel;
   output[width-1:0] y;
   wire[width-1:0] a, b;
   reg[width-1:0] y;
   wire sel;
   always @(*)
   begin
      if (sel == 1'b0)
         y = a;
      else
         y = b;
   end
endmodule
module right_shifter(a, b, y);
   parameter width = 8;
   localparam level = $clog2(width);
   input[width-1:0] a;
   input[level-1:0] b;
   output[width-1:0] y;
   wire[width-1:0] mux_out[level-2:0];
   wire[width-1:0] a, y;
   wire[level-1:0] b;
   genvar i, j;
   generate
      for (i = 0; i < level; i=i+1)
         for (j = 0; j < width; j=j+1)
            case (i)
               0:
                  if(j < width - 2**i)
                     mux2x1 mux_u(mux_out[i][j], mux_out[i][2**i+j], b[i], y[j]);
                  else
                     mux2x1 mux_u(mux_out[i][j], 1'b0, b[i], y[j]);
               level-1:
                  if(j < width - 2**i)
                     mux2x1 mux_u(a[j], a[2**i+j], b[i], mux_out[i-1][j]);
                  else
                     mux2x1 mux_u(a[j], 1'b0, b[i], mux_out[i-1][j]);
               default:
                  if(j < width - 2**i)
                     mux2x1 mux_u(mux_out[i][j], mux_out[i][2**i+j], b[i], mux_out[i-1][j]);
                  else
                     mux2x1 mux_u(mux_out[i][j], 1'b0, b[i], mux_out[i-1][j]);
            endcase
   endgenerate
endmodule
==> results.tsv <==
metric	value	unit
die_area	0.00640	mm^2
synthesis.area_per_instance	7.51	um^2
post-layout-total-power	202	uW
hold-path-cell-count	3	
timing.final.crit_period	1530	ps
critical_path_rt	960	ps
worst_slack	-326	ps
power.density_cell_area	334	mW/mm^2
maxClockFrequency	655	MHz
floorplan.die.height	80	um
timing.critical_path.fanout_max	3	
slew_violations	0	
rsz_0062_raised_after_global_routing	yes	
finalHoldViolations	0	
max_slew.worst_pin.slew	267	ps
setup.worst_path.end_class	output port	
area_of_the_mapped_netlist	285	um^2
number_of_cell_rows	21	
clock_buffers	0	
vdd_drop_max	0.0794	mV
run_status	finished, violations left	
hold_path.startpoint	b[1]	
netlist_instances	38	
grt_max_degree	10	
top_level_ports	19	
grt_overflow	0	
first_iter_violations	10	
first_global_vias	360	
totalWireLength	1120	um
remaining_antenna_violation_count_after_routing	0	
insertedDiodeCount	0	
hold_path.class	in -> out	
grt_pass1_wl	1750	um
area_growth_syn_to_layout	112	%
postCtsHoldBufs	0	
filler_cell_count	389	
total_leakage_power	0.288	nW
drt_pre_antenna_iters	4	
yosys-stat-area	285	um^2
max-cap-violations	0	
drt-wirelength-per-cell	10.5	um
die_width	80	um
netlist-cell-type-count	19	
post-place-cells	101	
remaining_drc_errors	0	
openroad.warnings	35	
timing.setup.tns	-1410	ps
ys_seq_frac	0	
hold_path_end	y[4]	
dp_worst_setup_slack	-1000	ps
sequential_cell_total	0	
setup_viol	7	
critical_path_class	in -> out	
slew-limit-headroom	0.817	
hpwlAfterDp	898	um
worst_setup_path_start_kind	primary input	
post-route-period-util	1.27	
synth-cells-yosys	38	
layout.area.seq	0	um^2
vias_per_cell	3.22	
yosysWarnings	2	
overall_via_count_from_detail_route	345	
coreArea	0.00342	mm^2
violated_checks	negative setup slack	
arrival	1290	ps
antenna_violations_before_repair	0	
logic_area	273	um^2
final-instance-count-excl-fill	107	
floorplan.core_util	0.0835	
track_usage	0.0326	
gp_routability_congestion	0.743	
placement.io_buffers	19	
layout-drive-gt1-share	0.689	
==> placed cells by master, fill, tap and decap left out, drive strengths merged, types with 2 or more instances in the layout <==
master | netlist | routed
mux2 | 3 | 3
nor2 | 3 | 3
nand2b | 4 | 4
clkbuf | 1 | 3
buf | 9 | 25
o22ai | 3 | 3
dlygate4sd2 | 0 | 4
or2 | 2 | 2
a211oi | 2 | 2
mux2i | 4 | 4
==> final cells by class <==
class | instances | area share
multi-input cells | 28 | 0.451
well taps | 46 | 0.0952
repair buffers | 33 | 0.453
==> timing repair <==
action / CTS / global route
setup endpoints to repair: 8 / 8
buffers inserted: 3 / 3
resized: 59 / 22
pin swaps: 9 / 7
==> synthesized netlist by cell type <==
master	number	area share
sky130_fd_sc_hd__mux2_4	1	0.053
sky130_fd_sc_hd__a31o_1	1	0.031
sky130_fd_sc_hd__or2_2	1	0.022
sky130_fd_sc_hd__nor3_1	1	0.018
sky130_fd_sc_hd__mux2i_1	4	0.14
sky130_fd_sc_hd__and3b_2	1	0.035
sky130_fd_sc_hd__buf_4	8	0.21
sky130_fd_sc_hd__o221ai_1	1	0.031
sky130_fd_sc_hd__o22ai_1	3	0.066
sky130_fd_sc_hd__and2b_1	1	0.026
sky130_fd_sc_hd__a211oi_1	2	0.053
sky130_fd_sc_hd__clkbuf_1	1	0.013
sky130_fd_sc_hd__nand2_1	1	0.013
sky130_fd_sc_hd__nand2b_1	4	0.088
sky130_fd_sc_hd__and3_1	1	0.022
sky130_fd_sc_hd__buf_6	1	0.039
sky130_fd_sc_hd__nor2_1	3	0.039
sky130_fd_sc_hd__or2_0	1	0.022
sky130_fd_sc_hd__mux2_2	2	0.079
==> metrics by stage <==
| stage | hold slack (ps) | area, um^2 | utilization |
|---|---|---|---|
| floorplan | 608 | 302 | - |
| global placement | 1580 | 520 | 0.152 |
| detailed placement | 1590 | 520 | 0.152 |
| CTS | 781 | 529 | 0.155 |
| global route | 750 | 604 | 0.177 |
| finish | 729 | 604 | 0.177 |
==> power breakdown <==
group	switching [mW]	leakage, nW	total, mW	internal (mW)
registers	0	0	0	0
logic	0.0742	0.288	0.202	0.128
clock network	0	0	0	0
total	0.0742	0.288	0.202	0.128
==> worst max path at each step <==
stage	from	to	slack [ps]	depth (start not counted)
4_1_cts	b[0]	y[1]	-320	6
5_1_grt	b[0]	y[1]	-360	6
6_report	b[0]	y[1]	-330	6
==> metal layers <==
metal	GRT usage	wire length, um	vias up
li1	-	-	176
met2	0.0522	498	14
met5	0	0	-
met1	0.0422	510	155
met3	0.0136	113	0
met4	0	0	0
==> cell families (layout without fill, tap and decap cells) <==
| kind of cell | count (synthesis) | in the layout | synth area share |
|---|---|---|---|
| compound gates | 7 | 7 | 0.180 |
| simple gates | 14 | 14 | 0.285 |
| buf+inv | 10 | 33 | 0.263 |
| mux | 7 | 7 | 0.272 |
==> worst max-delay path, cell delays in order <==
cell and delay (ps):
sky130_fd_sc_hd__buf_8 100, sky130_fd_sc_hd__mux2_4 300, sky130_fd_sc_hd__or2_1 220, sky130_fd_sc_hd__buf_4 140
sky130_fd_sc_hd__a31o_1 180, sky130_fd_sc_hd__buf_2 120
Power is estimated from default activity; no workload was simulated.
